===== design/flow/design.v =====
`timescale 1ns / 1ps
module elevator_controller (
    input clk,
    input reset,
    input [3:0] req,                
    output reg [1:0] floor,         
    output reg moving,              
    output reg door,                
    output reg direction            
);
    parameter IDLE         = 3'b000;
    parameter DOOR_OPEN    = 3'b001;
    parameter DOOR_CLOSING = 3'b010;
    parameter MOVING_UP    = 3'b011;
    parameter MOVING_DOWN  = 3'b100;
    parameter DECIDE_MOVE  = 3'b101;
    reg [2:0] state;
    reg [3:0] requests;
    reg [3:0] door_timer;
    always @(posedge clk or posedge reset) begin
        if (reset) begin
            floor      <= 2'd0;
            state      <= IDLE;
            moving     <= 0;
            door       <= 0;
            direction  <= 1;  
            requests   <= 4'b0000;
            door_timer <= 0;
        end else begin
            requests <= requests | req;
            case (state)
                IDLE: begin
                    moving <= 0;
                    door   <= 0;
                    if (requests[floor]) begin
                        requests[floor] <= 0;
                        state <= DOOR_OPEN;
                        door_timer <= 4'd10;
                    end 
                    else if (requests != 4'b0000) begin
                        state <= DECIDE_MOVE;
                    end
                end
                DOOR_OPEN: begin
                    moving <= 0;
                    door <= 1;
                    if (door_timer > 0)
                        door_timer <= door_timer - 1;
                    else begin
                        state <= DOOR_CLOSING;
                        door_timer <= 4'd3;
                    end
                end
                DOOR_CLOSING: begin
                    moving <= 0;
                    door <= 0;
                    if (door_timer > 0)
                        door_timer <= door_timer - 1;
                    else
                        state <= DECIDE_MOVE;
                end
                DECIDE_MOVE: begin
                    if (requests == 4'b0000)
                        state <= IDLE;
                    else if (
                        (floor == 2'd0 && (requests[1] || requests[2] || requests[3])) ||
                        (floor == 2'd1 && (requests[2] || requests[3])) ||
                        (floor == 2'd2 && (requests[3]))
                    ) begin
                        direction <= 1;
                        state <= MOVING_UP;
                    end 
                    else if (
                        (floor == 2'd1 && requests[0]) ||
                        (floor == 2'd2 && (requests[0] || requests[1])) ||
                        (floor == 2'd3 && (requests[0] || requests[1] || requests[2]))
                    ) begin
                        direction <= 0;
                        state <= MOVING_DOWN;
                    end 
                    else
                        state <= IDLE;
                end
                MOVING_UP: begin
                    moving <= 1;
                    door <= 0;
                    direction <= 1;
                    if (floor < 3)
                        floor <= floor + 1;
                    if (floor < 3 && requests[floor + 1]) begin
                        requests[floor + 1] <= 0;
                        state <= DOOR_OPEN;
                        door_timer <= 4'd10;
                    end 
                    else
                        state <= DECIDE_MOVE;
                end
                MOVING_DOWN: begin
                    moving <= 1;
                    door <= 0;
                    direction <= 0;
                    if (floor > 0)
                        floor <= floor - 1;
                    if (floor > 0 && requests[floor - 1]) begin
                        requests[floor - 1] <= 0;
                        state <= DOOR_OPEN;
                        door_timer <= 4'd10;
                    end 
                    else
                        state <= DECIDE_MOVE;
                end
                default: state <= IDLE;
            endcase
        end
    end
endmodule

===== design/flow/run.sh =====
#!/bin/bash
# OpenROAD 26Q1-2900-gdf79404cd8, Yosys 0.63+post, stock flow scripts
make -C /OpenROAD-flow-scripts/flow DESIGN_CONFIG=/design/flow/config.mk WORK_HOME=/design/flow/orfs finish

===== design/flow/config.mk =====
export PLATFORM = sky130hd
export DESIGN_NAME = elevator_controller
export DESIGN_NICKNAME = elevator_controller
export VERILOG_FILES = /design/flow/design.v
export SDC_FILE = /design/flow/constraint.sdc
export NUM_CORES = 4
export LEC_CHECK = 1
export CORE_AREA = 10 10 113 113
export DIE_AREA = 0 0 123 123

===== design/flow/constraint.sdc =====
current_design elevator_controller

set clk_period 3.2
set clk_io_pct 0.2

create_clock -name clk0 -period $clk_period [get_ports {clk}]

set non_clock_inputs [all_inputs -no_clocks]
set_input_delay [expr $clk_period * $clk_io_pct] -clock clk0 $non_clock_inputs
set_output_delay [expr $clk_period * $clk_io_pct] -clock clk0 [all_outputs]

==> results.ini <==
[run_status]
status=finished, final reports clean

[cts]
cts_sinks=19
clockRootBuffer=clkbuf_8
clkLatencyLatePin_ns=0.25
cts_hold_buf=0
cts_setup_buffers=0
cts_resized=0
cts.clk_slew.worst_paths_ns=0.07
cts_tree=yes
cts_buffer_depth=2
cts_htree_levels=1
cts_inserted_buffers=3

[drt]
diodes=0
route.detailed.drc=0
routed_wl_mm=3.01
final_antenna_net_count=0
drtPass1Iterations=5
first_iter_violations=91
vias=1079
wl_per_cell_um=10.7
vias_per_cell=3.81

[worst_setup_path]
start_kind=flip-flop
required_ns=3.34
criticalPathCategory=flip-flop to flip-flop
arrival_ns=2.76
reg2reg_depth=7
cp_max_fo=12
crit_path_end_kind=flip-flop
reg2reg_setup_slack_ns=0.58

[timing]
hold_violations=0
worst-slew-pin-transition_ns=0.735
holdWs_ns=0.499
setup_tns_ns=0
min_period_ns=2.62
rsz0062_at_grt=false
max_clock_freq_mhz=382
maxSlewViolCount=0
finalSetupViolCount=0
slew_headroom=0.510
fin_skew_ns=0.00154
timing.final.crit_share=0.818

[synth]
netlist_instances=138
yosys.area.top_type=dfrtp_1
top_area_frac=0.329
ys_cells=138
yosys_most_used_dff=dfrtp_1
edf_count=0
top_cells_by_area=dfrtp_1 33%, ha_1 8.7%, nor2_1 4.9%
ys_area_um2=1290
synth_seq_share=0.370
syn_avg_cell_area_um2=9.37
synthDistinctLibCells=49
ys_ff=19
yosys_warnings=1
syn_area_um2=1290
ys_async_sr_fraction=1.00

[die]
fp.dieW_um=123
dieHeight_um=123
core_area_um2=10300
fp_util=0.125
rows=37
die_area_um2=15100
io_pins=11

[grt]
grt_max_degree=20
grt_pass1_vias=1049
grt_pass1_wl_mm=5.20
grt_overflow=0
antenna_found_initial=0
grt_util_all_layers=0.0403

[place]
globalplace.congestion=0.866
postPlaceCellArea_um2=1540
port_buffers=10
dp_hpwl_mm=2.31

[hold_path]
min_path_type=flip-flop to flip-flop
min_path_cells=2

[layout]
drive_gt1_frac=0.102
final_area_um2=1580
syn_to_final_growth_pct=22.4
regArea_um2=478
combGateArea_um2=738
num-fill-cells=1143

[power]
peakVddDrop_mv=0.0847
power_density_nw_per_um2=265
power_leakage_nw=0.550

[flow_run]
warning_count=32
maxCapViolCount=0

-- registers in the layout, indices dropped and copies added (netlist names), named ones only --
register / flops
requests: 4
moving: 1
door_timer: 4
door: 1
direction: 1
state: 5
floor: 2
-- cell type report --
type | instances | share of cell area
flip-flops and latches | 19 | 0.302
clock buffers | 3 | 0.0261
inverters | 13 | 0.0309
repair buffers | 10 | 0.0633
well taps | 136 | 0.108
clock inverters | 1 | 0.00316
multi-input cells | 101 | 0.467
-- Yosys cell counts (all sizes together) (2+ instances only) --
| cell | n |
|---|---|
| dfrtp | 17 |
| nor2 | 17 |
| inv | 13 |
| a21oi | 11 |
| ha | 9 |
| nand2 | 9 |
| o21ai | 8 |
| mux2 | 5 |
| clkbuf | 3 |
| nand3 | 3 |
| o32ai | 3 |
| xnor2 | 3 |
| a222oi | 2 |
| buf | 2 |
| dfstp | 2 |
| nor3 | 2 |
| nor3b | 2 |
| or2 | 2 |
| or3 | 2 |
-- metrics by stage --
step / worst slack [ns] / std cells / power [W] / utilization
2_1_floorplan: 0.960 / 138 / 0.000248 / -
3_3_place_gp: 0.680 / 279 / 0.000257 / 0.149
3_5_place_dp: 0.589 / 279 / 0.000257 / 0.149
4_1_cts: 0.594 / 283 / 0.000425 / 0.153
5_1_grt: 0.333 / 283 / 0.000434 / 0.153
6_report: 0.582 / 283 / 0.000418 / 0.153
-- logic make-up after synthesis --
family / synth area share
mux: 0.0668
buf+inv: 0.0590
fa+ha+maj: 0.0871
simple gates: 0.171
compound gates: 0.226
xor+xnor: 0.0203
flops: 0.370
-- critical path, cell delays in order, from the launching register on --
cell and delay, ns:
dfrtp_1 0.61, inv_1 0.19, ha_1 0.40, nor3b_1 0.21
a22oi_1 0.14, a22o_1 0.31, a211oi_2 0.31, mux2_4 0.33
-- layer usage --
metal	vias up	GRT usage	part of all wire	wire length (um)
met2	46	0.0606	0.42	1270
met4	0	0.00873	0.021	63
li1	530	-	-	-
met3	6	0.00324	0.060	180
met1	497	0.0617	0.50	1500
met5	-	0	0	0
-- cell usage in the layout (no fill, tap or decap), types with 2 or more instances in the layout --
| cell | count |
|---|---|
| ha_1 | 9 |
| dfrtp_1 | 17 |
| o21ai_1 | 2 |
| nand2_1 | 8 |
| nand3_1 | 3 |
| clkdlybuf4s50_1 | 10 |
| inv_1 | 12 |
| nor2_1 | 17 |
| a222oi_1 | 2 |
| mux2_1 | 3 |
| dfstp_2 | 2 |
| a21oi_1 | 11 |
| o32ai_1 | 3 |
| nor3_1 | 2 |
| clkbuf_8 | 3 |
| xnor2_1 | 3 |
| or3_1 | 2 |
| mux2_4 | 2 |
| o21ai_0 | 6 |
-- power by group --
group	switching, W	internal, W	total, W
registers	0.000000000000000000435	0.000240	0.000240
logic	0.00000604	0.00000545	0.0000115
clock network	0.0000803	0.0000865	0.000167
total	0.0000863	0.000332	0.000418
-- path summary, 6_finish.rpt --
kind | from | endpoint
max reg2reg | floor[0] | door_timer[3]
min reg2reg | moving | moving
max in group asynchronous | reset | floor[0]
min | moving | moving
min in group asynchronous | reset | door_timer[3]
max | floor[0] | door_timer[3]
Power figures rest on the tool's default switching activity, not on a simulated workload.
